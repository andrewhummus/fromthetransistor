==> /design/flow/design.v <==
module simple(input logic clk, input logic reset, output logic [3:0] counter);
  always_ff @(posedge clk or posedge reset) begin 
      if (reset)
        counter <= 0;
      else
        counter <= counter + 1;
  end 
endmodule
==> /design/flow/run.sh <==
#!/bin/bash
# OpenROAD 26Q1-2900-gdf79404cd8, Yosys 0.63+post, stock flow scripts
make -C /OpenROAD-flow-scripts/flow DESIGN_CONFIG=/design/flow/config.mk WORK_HOME=/design/flow/orfs finish
==> /design/flow/config.mk <==
export PLATFORM = sky130hd
export DESIGN_NAME = simple
export DESIGN_NICKNAME = simple
export VERILOG_FILES = /design/flow/design.v
export SDC_FILE = /design/flow/constraint.sdc
export NUM_CORES = 4
export LEC_CHECK = 1
export CORE_AREA = 10 10 70 70
export DIE_AREA = 0 0 80 80
==> /design/flow/constraint.sdc <==
current_design simple

set clk_period 1.0
set clk_io_pct 0.2

create_clock -name clk0 -period $clk_period [get_ports {clk}]

set non_clock_inputs [all_inputs -no_clocks]
set_input_delay [expr $clk_period * $clk_io_pct] -clock clk0 $non_clock_inputs
set_output_delay [expr $clk_period * $clk_io_pct] -clock clk0 [all_outputs]
==> flow_metrics.py <==
# Flow results
metrics = {
    "final_timing": {
        "post-route-min-period_ns": 0.949,
        "max_freq_ghz": 1.05,
        "setup_slack_ns": 0.0514,
        "rsz0062_at_grt": "no",
        "hold_violations": 0,
        "finClkSkew_ns": 0.00213,
        "timing.setup.tns_ns": 0,
        "slew_headroom_pct": 90.4,
        "worst_pin_slew_ns": 0.144,
        "setup_viol": 0,
        "finalClockPeriodUsage_pct": 94.9,
        "drv_slew": 0,
    },
    "synth": {
        "synthCells": 10,
        "yosys-stat-cells": 10,
        "synth.distinct_cells": 6,
        "synth.avg_cell_area_sq_um": 14.3,
        "ys.flops": 4,
        "synth_warnings": 1,
        "yosys_area_sq_um": 143,
        "synth-seq-area-share_pct": 70.2,
        "netlist_area_sq_um": 143,
    },
    "cells_and_area": {
        "lay_top_cells": "6 x buf_4, 4 x dfrtp_1, 3 x clkbuf_4, 3 x clkbuf_2, 2 x inv_1",
        "reg_top3": "counter (4)",
        "utilization_pct": 8.79,
        "area_growth_pct": 111,
        "nFillCells": 403,
        "largest_reg_flops": 4,
        "mostFrequentLayoutCell": "buf_4",
        "largest_register": "counter",
        "drive_above_1_share_pct": 58.3,
        "seq_area_sq_um": 100,
        "logic_area_sq_um": 37.5,
    },
    "floorplanning": {
        "coreArea_sq_um": 3420,
        "io_pins": 6,
        "die_y_um": 80,
        "die_w_um": 80,
        "floorplan.core_util_pct": 4.18,
        "dieArea_sq_um": 6400,
        "row_count": 21,
    },
    "placement": {
        "gp_congestion": 0.657,
        "place_ws_ns": -0.0949,
        "portBuffers": 5,
    },
    "setup_path": {
        "crit_end": "counter[2]",
        "cp.arrival_ns": 1.07,
        "rrSetupSlack_ns": 0.05,
        "worstSetupPathType": "flip-flop to flip-flop",
        "r2r-start": "counter[0]",
        "cp_max_fo": 3,
        "startpoint": "counter[0]",
        "reg2regPathDepth": 3,
        "required_ns": 1.12,
        "endpoint_kind": "flip-flop",
        "r2r-end": "counter[2]",
        "startpoint_type": "flip-flop",
    },
    "clock_tree": {
        "h-tree-depth": 1,
        "tritoncts": "built",
        "cts_root_buffer": "clkbuf_4",
        "clockBufferDepth": 2,
        "clock-sinks": 4,
        "clk_latency_ns": 0.23,
        "path_clk_slew_ns": 0.04,
        "cts_buffers": 3,
    },
    "status": {
        "status": "completed",
    },
    "detailed_routing": {
        "wl_met3_um": 120,
        "drtAntennaViolNets": 0,
        "drc": 0,
        "diodes": 0,
        "initialDrtViolationCount": 5,
        "viasPerCell": 1.74,
        "routed_wl_um": 433,
        "drt-wirelength-per-cell_um": 6.19,
        "route.top_layer_used": "met3",
        "wl_met1_um": 187,
        "dr.pass1.iters": 2,
        "num_vias": 122,
        "dr_wl_met2_um": 125,
    },
    "global_routing": {
        "grt_first_pass_wirelength_um": 690,
        "grtUsageTotal_pct": 1.58,
        "antenna_found_initial": 0,
        "grt_overflow": 0,
        "grt_max_degree": 5,
        "grt_pass1_vias": 151,
    },
    "power_and_ir_drop": {
        "powerDensity_nw_per_um2": 1230,
        "p_leak_nw": 0.153,
        "ir_drop_mv": 0.165,
    },
    "run": {
        "warnings": 26,
        "max_cap_viol_count": 0,
    },
    "min_path": {
        "hp-class": "input port to asynchronous set/reset pin",
    },
}
## worst min path at each step
stage / cells past startpoint / from / slack [ns] / end
CTS: 2 / reset / 0.14 / counter[1]
global route: 2 / reset / 0.17 / counter[1]
finish: 2 / reset / 0.15 / counter[3]
## worst max-delay path, stage by stage (launching register included)
cell and delay [ns]:
dfrtp_1 0.38, buf_4 0.15, ha_2 0.18, xor2_1 0.13
## cells in the mapped netlist, drive strengths merged
master  number  area share, %
inv          2            5.3
ha           1            8.8
xor2         1            6.1
xnor2        1            6.1
nand3        1            3.5
dfrtp        4             70
## metrics by stage
stage	instance area [sq um]	power, mW	hold slack (ns)	cells
floorplan	143	0.168	-0.0339	10
global placement	273	0.172	0.395	64
detailed placement	273	0.172	0.391	64
CTS	313	0.380	0.145	70
global route	300	0.393	0.166	70
finish	300	0.368	0.151	70
## cell type report
type                       count  share of cell area (%)
sequential                     4                    33.3
timing repair buffer          11                    25.0
tap                           46                    19.2
multi-input combinational      4                    12.5
clock buffer                   3                    7.50
inverter                       2                    2.50
## cells by family after synthesis
family | synth area share, %
fa+ha+maj | 8.77
simple gates | 3.51
xor+xnor | 12.3
buf+inv | 5.27
flops | 70.2
## what timing repair did
action / 4_1_cts / 5_1_grt
setup buffers: 3 / 0
resized: 10 / 4
hold buffers: 0 / 0
pin swaps: 0 / 0
setup endpoints to repair: 4 / 4
## power breakdown
part           internal (mW)  switching [mW]
combinational        0.00366         0.00324
clock                  0.134          0.0641
sequential             0.163               0
total                  0.301          0.0673
## routing by layer
layer  vias to the layer above  track usage (%)
met1                        57             1.34
met3                         0             2.95
li1                         59                -
met4                         0            0.704
met2                         6             1.44
met5                         -                0
Power and IR drop assume default switching activity.
