**flow/run.sh**
```bash
#!/bin/bash
# OpenROAD 26Q1-2900-gdf79404cd8, Yosys 0.63+post, stock flow scripts
make -C /OpenROAD-flow-scripts/flow DESIGN_CONFIG=/design/flow/config.mk WORK_HOME=/design/flow/orfs finish
```
**flow/config.mk**
```make
export PLATFORM = sky130hd
export DESIGN_NAME = blink_led
export DESIGN_NICKNAME = blink_led
export VERILOG_FILES = /design/flow/design.v
export SDC_FILE = /design/flow/constraint.sdc
export NUM_CORES = 4
export LEC_CHECK = 1
export CORE_AREA = 10 10 102 102
export DIE_AREA = 0 0 112 112
```
**flow/constraint.sdc**
```tcl
current_design blink_led

set clk_period 7.0
set clk_io_pct 0.2

create_clock -name clk0 -period $clk_period [get_ports {clk}]

set non_clock_inputs [all_inputs -no_clocks]
set_input_delay [expr $clk_period * $clk_io_pct] -clock clk0 $non_clock_inputs
set_output_delay [expr $clk_period * $clk_io_pct] -clock clk0 [all_outputs]
```
**flow/design.v**
```verilog
module blink_led (
    input wire clk,
    input wire reset,
    output reg led 
);
    reg [31:0] counter;  
    parameter DIVISOR = 25000000;
    always @(posedge clk or posedge reset) begin 
        if (reset) begin 
          counter <= 0; 
          led <= 0; 
        end else begin
          counter <= counter + 1;
          if (counter >= DIVISOR) begin 
            counter <= 0;
            led <= ~led;
          end 
        end 
   end 
endmodule
```
==> results.txt <==
Endpoint of the worst register-to-register path -> led
Routed length per instance -> 8.973 um
First-pass DRT Iterations -> 2
H-Tree Level Count -> 2
Area share of the largest cell type after synthesis -> 56.41%
Synth-to-Final Area Change -> 17.52%
Num CTS Buffers -> 5
OpenROAD warnings -> 27
Cell Chain, Critical Path -> clkdlybuf4s50_1
Final routed wirelength across all metal layers -> 2351 um
Worst r2r src -> counter[15]
Worst slew margin relative to its limit -> 46.76%
Total global routing track utilization -> 3.930%
Vias in the first global route -> 1013
Number of pins with negative max-slew slack in the final report -> 0
Maximum ir drop on the vdd rail -> 85.39 uV
Share of async-settable or async-resettable flops after synthesis -> 100.0%
Met2 usage in global routing -> 6.799%
Routability congestion estimate from global placement -> 0.8296
Number of buffers between clock root and the deepest sink -> 2
Unique cell type count in the Yosys netlist -> 19
Leak Pwr -> 0.7039 nW
Root buf cell -> clkbuf_8
Cell type with the highest aggregate area in the netlist -> dfrtp_1
Most instantiated library cell after synthesis -> dfrtp_1
Final antenna-violating net count -> 0
Run status -> finished clean
Die boundary width -> 112 um
Number of DRC violations after detailed routing -> 0
Post-synth design cell area -> 1464 um2
Most instantiated cells after synthesis -> dfrtp_1 (33), nor2_1 (31), xor2_1 (14)
Hold violation count in the final report -> 0
Share of cells above drive strength 1 -> 6.369%
Final critical path time including I/O delays and setup -> 2.515 ns
Post-route setup TNS -> 0 ns
Top Ports -> 3
Count of cells along the worst hold path -> 1
Antenna diode instance count -> 0
Maximum number of pins on one net before global-route repair -> 34
YS chip area -> 1464 um2
Floorplan-stage core utilization -> 17.82%
Total setup buffers inserted after CTS -> 0
Share of synthesized area occupied by flip-flops and latches -> 56.41%
Floorplan Core Area -> 8217 um2
Critical path type -> register to primary output
Post-layout period usage of the worst path -> 35.94%
Maximum frequency from static timing analysis -> 397.5 MHz
Site Rows -> 33
Main area contributors -> dfrtp_1 (56%), xor2_1 (8.4%), nor2_1 (7.9%)
Met1 track demand over resource -> 4.762%
Post-cts resize count -> 0
Core utilization of the finished layout -> 20.94%
Half-perimeter wire length of the detailed placement result -> 1581 um
Yosys cell count -> 142
Top flip-flop cell by instance count after synthesis -> dfrtp_1
Final setup violation count -> 0
Registers, synthesis -> 33
CTS sink cnt -> 33
Endpoint arrival time on the critical path -> 1.12 ns
Hold Path Origin -> led
Die Y -> 112 um
Routed via count -> 972
Worst clock skew on the final layout -> 0.007930 ns
Depth of the worst register-to-register path -> 5
End of the worst hold path -> led
CTS tree -> built
Buffering stage count on the worst path with inverters included -> 1
Count of max-cap constraint violations -> 0
Type of element capturing the critical path -> primary output
CP max-delay cell -> clkdlybuf4s50_1
Yosys warning count -> 1
Total global routing overflow -> 0
Number of enable flip-flop cells -> 0
Number of instances in the synthesized netlist -> 142
Routing layer with the top usage in global route -> met2
Total of buffers placed on input and output ports -> 2
Initial antenna violation count -> 0
Classification of the worst-slack hold path -> register to register
Clock latency on the worst-skew pair -> 0.28 ns
Global Route met3 Usage -> 0.8686%
Clock transition at the registers of the reported paths -> 0.07 ns
Chip area -> 12540 um2
Unrepaired setup endpoints after global routing -> false
Global-route wire length before repair -> 4395 um
Detailed router's first-iteration violation count -> 66
Hold_buf cts -> 0
Worst slew pin tran -> 0.7986 ns
Cell Pwr Density -> 209.2 nW/um2
Delay of the slowest cell on the worst path -> 0.47 ns
Kind of cell adding the most delay to the critical path -> buffers and inverters
Worst Setup Start Kind -> register
Worst-path maximum fanout -> 2
Mapped Avg Cell Area -> 10.31 um2
Detail-routed via count per cell -> 3.710
R2R setup slack -> 4.70 ns
Required @ worst endpoint -> 5.60 ns
## state kept, by name, indices dropped and copies added, names as in the netlist
name	count
counter	32
led	1
## final cells by class
cell class	instances	area (um2)
fillers	867	6496
repair buffers	4	35.03
well taps	105	131.4
multi-input cells	105	600.6
inverters	7	26.28
clock inverters	1	5.005
clock buffers	7	96.34
flip-flops and latches	33	825.8
## stage by stage
step / instance area, um2 / total power, W / std cells / setup slack, ns / hold WS (ns)
2_1_floorplan: 1486 / 0.0002036 / 148 / 4.881 / 0.4204
4_1_cts: 1720 / 0.0003650 / 262 / 4.464 / 0.4755
3_3_place_gp: 1619 / 0.0002091 / 254 / 4.716 / 0.4631
5_1_grt: 1720 / 0.0003740 / 262 / 4.444 / 0.4880
6_report: 1720 / 0.0003599 / 262 / 4.485 / 0.4708
3_5_place_dp: 1619 / 0.0002093 / 254 / 4.692 / 0.4619
## cells in the final DEF, fill, tap and decap left out, types with 2 or more instances in the layout
master and count:
and3_1 5, xor2_1 14, ha_1 2, clkdlybuf4s50_1 2, clkbuf_8 7, xnor2_1 8
nor2_1 31, buf_4 2, nor4_1 2, a41oi_1 2, nor3_1 4, nand3_1 11
dfrtp_1 33, nand4_1 6, nand2_1 9, conb_1 7, inv_1 7
## how the worst max path moves through the flow
stage	startpoint	endpoint	slack, ns	cells after the start
CTS	led	led	4.46	1
global route	led	led	4.44	1
finish	led	led	4.48	1
## logic make-up after synthesis
family,share of synthesized area (%)
AOI/OAI and AO/OA,2.907
xor gates and xnor gates,13.16
and+or+nand+nor,21.45
DFF,56.41
buffers and inverters,4.103
adders and majority gates,1.709
other,0.2562
## where the power goes
group	leakage, nW	internal [W]	total [W]	switching [W]
logic	0.206	0.00000417	0.00000905	0.00000488
registers	0.444	0.000194	0.000196	0.00000159
clock network	0.0542	0.0000888	0.000155	0.0000661
total	0.704	0.000287	0.000360	0.0000726
## metal layers
| layer | part of all wire, % | wire length, um | vias to the layer above |
|---|---|---|---|
| met4 | 3.9 | 91 | 0 |
| met2 | 47 | 1107 | 7 |
| met3 | 2.3 | 54 | 5 |
| met5 | 0 | 0 | - |
| li1 | - | - | 488 |
| met1 | 47 | 1098 | 472 |
Power figures rest on the tool's default switching activity, not on a simulated workload.
